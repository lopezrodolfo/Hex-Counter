==> ./design.v <==
module top (
    input CLK,          
    output [6:0] SEG,   
    output [3:0] COMM,  
    output [3:0] DBG,   
    output [2:0] RGB    
);
    reg [3:0] hex2Display;  
    reg [6:0] seg;
    reg [3:0] comm;
    assign SEG = seg;
    assign RGB = 3'b111;
    assign COMM = comm;
    localparam [23:0] timer_init = 24'hB71AFF;
    localparam [15:0] second_init = 16'hABCD;
    reg [23:0] second_timer_state;
    reg [15:0] second;
    initial begin
        second_timer_state = timer_init;
        second = second_init;
    end  
    always @(posedge CLK) begin
        if (second_timer_state == 0) begin
            second_timer_state = timer_init;
            second = second + 1;
         end  
        else begin
            second_timer_state <= second_timer_state - 1;
        end  
    end  
    assign DBG = second[3:0];
    reg [23:0] refreshCounter;
    always @(posedge CLK) begin
        refreshCounter <= refreshCounter + 1;
    end
    always @(*) begin
        case(hex2Display)  
            4'b0000   : seg = 7'b1000000;  
            4'b0001   : seg = 7'b1001111;  
            4'b0010   : seg = 7'b0100100;  
            4'b0011   : seg = 7'b0000110;  
            4'b0100   : seg = 7'b0001011;  
            4'b0101   : seg = 7'b0010010;  
            4'b0110   : seg = 7'b0010000;  
            4'b0111   : seg = 7'b1000111;  
            4'b1000   : seg = 7'b0000000;  
            4'b1001   : seg = 7'b0000010;  
            4'b1010   : seg = 7'b0000001;  
            4'b1011   : seg = 7'b0011000;  
            4'b1100   : seg = 7'b1110000;  
            4'b1101   : seg = 7'b0001100;  
            4'b1110   : seg = 7'b0110000;  
            4'b1111   : seg = 7'b0110001;  
            default   : seg = ~7'b0000000;  
        endcase  
        case(refreshCounter[13:12])  
            4'b00   : comm = ~4'b1110;
            4'b01   : comm =  4'b0100;
            4'b10   : comm =  4'b1000;
            4'b11   : comm =  4'b0010;
            default : comm =  4'b0000;  
       endcase
          case(refreshCounter[13:12])
            2'b00   : hex2Display = second[15:12];
            2'b01   : hex2Display = second[7:4];
            2'b10   : hex2Display = second[3:0];
            2'b11   : hex2Display = second[11:8];
              default : hex2Display = 4'hE;   
          endcase
    end  
endmodule
==> ./run.sh <==
#!/bin/bash
# OpenROAD 26Q1-2900-gdf79404cd8, Yosys 0.63+post, stock flow scripts
make -C /OpenROAD-flow-scripts/flow DESIGN_CONFIG=/design/flow/config.mk WORK_HOME=/design/flow/orfs finish
==> ./config.mk <==
export PLATFORM = sky130hd
export DESIGN_NAME = top
export DESIGN_NICKNAME = top
export VERILOG_FILES = /design/flow/design.v
export SDC_FILE = /design/flow/constraint.sdc
export NUM_CORES = 4
export LEC_CHECK = 1
export CORE_UTILIZATION = 50
==> ./constraint.sdc <==
current_design top

set clk_period 6.8
set clk_io_pct 0.2

create_clock -name clk0 -period $clk_period [get_ports {CLK}]

set non_clock_inputs [all_inputs -no_clocks]
set_input_delay [expr $clk_period * $clk_io_pct] -clock clk0 $non_clock_inputs
set_output_delay [expr $clk_period * $clk_io_pct] -clock clk0 [all_outputs]
==> results_dict.tcl <==
# implementation run metrics
set metrics [dict create \
    path_common_cell "inv_1" \
    postSynth.asyncResetShare_pct 0 \
    clock_skew_ps 5.945 \
    finalSetupTns_ps 0 \
    setup_slack_ps 2788 \
    syn_area_per_cell_sq_um 10.02 \
    cp.required_ps 5440 \
    first_global_vias 1779 \
    core_sq_um 5238 \
    cts_setup_buffers 0 \
    fp-utilization_pct 53.20 \
    rrSetupSlack_ps 4110 \
    grt_max_degree 19 \
    openroad.warnings 30 \
    fp.dieH_microns 76.65 \
    hp-class "register to register" \
    top_cell "dfxtp_1" \
    synth_top_area_share_pct 27.30 \
    ys_seq_elements 54 \
    antenna-diode-count 0 \
    place_ws_ps 3110 \
    top_area_cell "dfxtp_1" \
    setup_viol 0 \
    status "finished, final reports clean" \
    clk_pin_slew_worst_paths_ps 100 \
    grt_usage_pct 18.16 \
    timing.rr.end "second[6]$_DFFE_PN_" \
    hold_start "refreshCounter[0]$_DFF_P_" \
    cp.buffers_inverters 3 \
    comb_power_share_pct 0 \
    cts_tree "done" \
    clk_path_buf_depth 2 \
    regToRegStartpoint "second_timer_state[9]$_SDFF_PN1_" \
    viasPerCell 5.485 \
    io-pin-count 19 \
    instances_no_fill 357 \
    layout_worst_path_cycle_share_pct 59.00 \
    ir_drop_uv 116.6 \
    drv_cap 0 \
    cp-end-kind "primary output" \
    max_freq_mhz 249.3 \
    crit_family "buffers and inverters" \
    ys_area_sq_um 2786 \
    rsz0062_at_grt "no" \
    globalplace.congestion 0.8121 \
    dp_hpwl_microns 3288 \
    chipArea_sq_um 5875 \
    ff_type "dfxtp_1" \
    clkLatencyLatePin_ps 310 \
    yosys_cells 278 \
    p_per_area_nw_per_um2 169.3 \
    holdBufCountCts 0 \
    cts_sinks 54 \
    crit_arrival_ps 2650 \
    slew_headroom_pct 56.74 \
    layout-drive-gt1-share_pct 7.317 \
    drt_wl_total_microns 4661 \
    area.growth.synth_to_final_pct 8.891 \
    maxSlewViolCount 0 \
    vias 1958 \
    p_leak_nw 1.101 \
    dr.pass1.iters 4 \
    period_needed_ps 4012 \
    cts_resized 0 \
    critPathKind "register to primary output" \
    drc 0 \
    p_int_mw 0.4035 \
    antenna_found_initial 0 \
    min_to "refreshCounter[0]$_DFF_P_" \
    rows 26 \
    swShare_pct 21.43 \
    port_buffers 15 \
    whs_path_depth 1 \
    crit_chain "mux4_2 > inv_1 > ha_1 > inv_1 > o31ai_1 > clkdlybuf4s50_1" \
    fin_util_pct 57.93 \
    syn-cell-area_sq_um 2786 \
    ys_types 48 \
    top_cells_by_area "dfxtp_1, edfxtp_1, xnor2_1" \
    slowest_delay_ps 620 \
    ys_top_cells_by_count "dfxtp_1, xnor2_1, nand2_1" \
    cp_slowest_cell "mux4_2" \
    wl_per_cell_microns 13.06 \
    placedCellCount 349 \
    start_kind "register" \
    final_area_sq_um 3034 \
    whs_ps 432.9 \
    drt_iter0_drc 63 \
    synth-edff-count 16 \
    p_clk_share_pct 35.9 \
    r2r_cells 4 \
    crit_fanout 10 \
    p_seq_share_pct 64.1 \
    root_buffer "clkbuf_8" \
    grt_overflow_total 0 \
    placed_area_sq_um 2940 \
    htree_levels 2 \
    grt_first_pass_wirelength_microns 8397 \
    switching_power_mw 0.1101 \
    die_x_microns 76.65 \
    yosysWarningCount 1 \
    synthCells 278 \
    worst_pin_slew_ps 643.0 \
    final-hold-violation-count 0 \
    total_power_mw 0.5136 \
    cts_made_buffers 5 \
    drtAntennaViolNets 0 \
    yosysSeqAreaShare_pct 44.54 \
]
cells by family after synthesis:
family	synth area share, %
xor+xnor	10.69
compound gates	9.610
fa+ha+maj	4.041
other cells	0.1346
flops	44.54
simple gates	21.78
buf+inv	5.164
mux	4.041
sequential cells by signal, indices dropped and copies added, names as in the netlist:
signal,flops
second_timer_state,24
second,16
refreshCounter,14
per-layer routing:
metal / routed length, microns / global-route usage, %
met4: 44 / 1.731
met5: 0 / 0
met1: 2485 / 31.23
met2: 1933 / 25.77
met3: 199 / 3.628
power by group through the flow:
stage	Combinational (mW)	Sequential, mW	Clock, mW
4_1_cts	0.0000574	0.329	0.192
5_1_grt	0.000104	0.329	0.206
6_report	0.0000400	0.329	0.185
layout make-up:
cell class	count	area, sq um
clock buffers	5	68.82
clock inverters	3	25.02
fillers	478	2203
inverters	12	45.04
multi-input cells	197	1409
flip-flops and latches	54	1241
well taps	70	87.58
repair buffers	16	157.7
worst max-delay path by stage:
stage                                      start  slack (ps)     end  cells after the start
final                 refreshCounter[12]$_DFF_P_        2790  SEG[3]                      6
after global routing  refreshCounter[12]$_DFF_P_        2550  SEG[3]                      6
after CTS             refreshCounter[12]$_DFF_P_        2760  SEG[3]                      6
cells in the final DEF, fill, tap and decap left out, drive strengths merged, types with 7 or more instances in the layout:
cell / instances
nor2: 16
o21ai: 10
edfxtp: 16
inv: 13
dfxtp: 38
clkdlybuf4s50: 15
nand2: 24
nor3: 8
xor2: 7
nand3: 14
or3: 7
nor4: 10
ha: 9
xnor2: 27
Power figures rest on the tool's default switching activity, not on a simulated workload.
